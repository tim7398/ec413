`design.v`:
```
`timescale 1ns / 1ps
module Stage1(S1_ReadSelect1, S1_ReadSelect2, S1_Imm,S1_WriteSelect, ALUop, Datasource, S1_WriteEnable,InstrIn,clk,reset);
input [31:0] InstrIn;
input clk, reset;
output reg[31:0] S1_ReadSelect1, S1_ReadSelect2;
output reg [15:0] S1_Imm;
output reg[4:0] S1_WriteSelect;
output reg[2:0] ALUop;
output reg Datasource;
output reg S1_WriteEnable;
always@(posedge clk)
		begin
		if (reset)  
			begin
			S1_ReadSelect1 <= 5'd0;
			S1_ReadSelect2 <= 5'd0;
			S1_WriteSelect <= 5'd0;
			S1_WriteEnable <= 1'b0;
			S1_Imm <= 16'b0;
			Datasource <= 1'b0;
			ALUop <= 3'b0;
			end
		else
			begin  
			S1_ReadSelect1 <= InstrIn[20:16]; 
			S1_ReadSelect2 <= InstrIn[15:11]; 
			S1_WriteSelect <= InstrIn[25:21];
			S1_WriteEnable <= 1'b1;  
			S1_Imm <= InstrIn[15:0];  
			Datasource <=InstrIn[29]; 
			ALUop <= InstrIn[28:26]; 
			end
		end
endmodule
```
`constraint.sdc`:
```
current_design Stage1

set clk_period 1.0
set clk_io_pct 0.2

create_clock -name clk0 -period $clk_period [get_ports {clk}]

set non_clock_inputs [all_inputs -no_clocks]
set_input_delay [expr $clk_period * $clk_io_pct] -clock clk0 $non_clock_inputs
set_output_delay [expr $clk_period * $clk_io_pct] -clock clk0 [all_outputs]
```
`run.sh`:
```
#!/bin/bash
# OpenROAD 26Q1-2900-gdf79404cd8, Yosys 0.63+post, stock flow scripts
make -C /OpenROAD-flow-scripts/flow DESIGN_CONFIG=/design/flow/config.mk WORK_HOME=/design/flow/orfs finish
```
`config.mk`:
```
export PLATFORM = sky130hd
export DESIGN_NAME = Stage1
export DESIGN_NICKNAME = Stage1
export VERILOG_FILES = /design/flow/design.v
export SDC_FILE = /design/flow/constraint.sdc
export NUM_CORES = 4
export LEC_CHECK = 1
export CORE_AREA = 10 10 80 80
export DIE_AREA = 0 0 90 90
```
==> results.sh <==
# yosys + openroad results
export IMPL_synth_mux_area_fraction=0
export IMPL_synth_flops=31
export IMPL_yosys_dominant_comb_family="buffers and inverters"
export IMPL_ant_nets=0
export IMPL_synthTopCellsByCount="59 x buf_4, 31 x dfxtp_1, 30 x nor2b_1"
export IMPL_cts_buffer_depth=2
export IMPL_p_leak_uw=0.000863
export IMPL_p_per_area_mw_per_mm2=1530
export IMPL_seq_area_frac_synth=0.480
export IMPL_grt_start_max_net_pins=32
export IMPL_die_x_um=90
export IMPL_critical_path_arrival_ns=0.77
export IMPL_first_global_vias=852
export IMPL_firstDrtPassIters=2
export IMPL_synth_adder_area_share=0
export IMPL_max_capacitance_violation_count=0
export IMPL_hold_viol=0
export IMPL_finalWorstPathRequiredPeriod_ns=0.969
export IMPL_ratio_of_final_minimum_period_to_clock_period=0.969
export IMPL_synth_async_sr_flop_share=0
export IMPL_drt_total_wl_um=3120
export IMPL_worst_setup_hold_path_clk_slew_ns=0.06
export IMPL_startpoint_type="flop"
export IMPL_count_of_final_max_slew_check_failures=0
export IMPL_setup_worst_path_start="S1_WriteSelect[4]"
export IMPL_path_cells="clkdlybuf4s15_1"
export IMPL_globalRouteTotalUtil=0.0697
export IMPL_critical_path_class="flop to output port"
export IMPL_drc=0
export IMPL_syn_instance_count=125
export IMPL_route_antenna_diode_count=0
export IMPL_timing_critical_path_slowest_cell_delay_ns=0.32
export IMPL_syn_area_per_cell_sq_um=10.3
export IMPL_timing_final_setup_violations=0
export IMPL_yosys_cell_types_count=6
export IMPL_endpoint_kind="output port"
export IMPL_routabilityCongestion=0.673
export IMPL_warnings=28
export IMPL_cts_root_buffer_cell="clkbuf_8"
export IMPL_cp_top_family="flip-flops"
export IMPL_finalWorstSetupSlack_ns=0.0311
export IMPL_edf_count=0
export IMPL_initial_antenna_violation_count=0
export IMPL_cp_slowest_cell="dfxtp_2"
export IMPL_timing_fmax_mhz=1030
export IMPL_yosys_area_top_type="dfxtp_1"
export IMPL_post_place_ws_ns=-0.0939
export IMPL_timing_hold_worst_start="InstrIn[25]"
export IMPL_grt_pass1_wl_um=4600
export IMPL_cp_required_ns=0.80
export IMPL_grt_overflow=0
export IMPL_tritoncts_num_buffers=5
export IMPL_yosys_top_cells_area="dfxtp_1 48%, buf_4 34%, nor2b_1 15%"
export IMPL_synth_xor_xnor_area_share=0
export IMPL_area_of_the_chip_sq_mm=0.00810
export IMPL_synth_cell_area_sq_mm=0.00129
export IMPL_synthesis_warning_total=1
export IMPL_most_common_cell="buf_4"
export IMPL_timing_setup_tns_ns=0
export IMPL_min_path_type="input pin to flop"
export IMPL_drtIter0Drc=15
export IMPL_area_growth_syn_to_layout_pct=44.5
export IMPL_synth_simple_gate_area_share=0.145
export IMPL_route_vias_total=784
export IMPL_worst_path_buf_inv=1
export IMPL_tritoncts_num_sinks=31
export IMPL_result_of_the_run="completed"
export IMPL_post_synth_top_area_fraction=0.480
export IMPL_coreArea_sq_mm=0.00472
export IMPL_cts_tree="yes"
export IMPL_cts_htree_levels=2
export IMPL_ys_chip_area_sq_mm=0.00129
export IMPL_max_vdd_ir_drop_v=0.000741
export IMPL_vias_per_cell=3.03
export IMPL_synth_cellmix_compoundShare=0
export IMPL_io_pin_count=124
export IMPL_portBuffers=67
export IMPL_placementRows=25
export IMPL_dp_hpwl_um=2610
export IMPL_chipHeight_um=90
export IMPL_wire_per_inst_um=12.0
export IMPL_drive_gt1_frac=0.198
export IMPL_yosys_stat_cells=125
export IMPL_worstPathMaxFanout=1
export IMPL_unrepaired_setup_endpoints_after_global_routing="no"
export IMPL_synth_top_flop_cell="dfxtp_1"
export IMPL_floorplan_core_util=0.274
==> layout by cell type (no fill, tap or decap), drive strengths merged <==
master,n
inv,1
clkdlybuf4s15,24
clkdlybuf4s50,31
conb,54
clkbuf,18
dfxtp,31
buf,1
clkinv,1
nor2b,30
bufinv,1
==> state kept, by name, indices dropped and copies added (netlist names) <==
| register | count |
|---|---|
| S1_WriteEnable | 1 |
| S1_ReadSelect1 | 5 |
| ALUop | 3 |
| S1_ReadSelect2 | 5 |
| S1_WriteSelect | 5 |
| Datasource | 1 |
| S1_Imm | 11 |
==> per-layer routing <==
layer | vias up | part of all wire | track usage | routed length, um
li1 | 391 | - | - | -
met1 | 321 | 0.41 | 0.0807 | 1270
met2 | 67 | 0.49 | 0.117 | 1510
met3 | 5 | 0.084 | 0.0310 | 261
met4 | 0 | 0.022 | 0.0146 | 70
met5 | - | 0 | 0 | 0
==> layout make-up <==
cell class                 count  area [sq um]
clock buffer                   6          82.6
clock inverter                 2          35.0
tap                           67          83.8
multi-input combinational     84           390
sequential                    31           642
inverter                       1          3.75
fill                         473          2860
timing repair buffer          68           631
==> logic make-up after synthesis <==
| family | Yosys count |
|---|---|
| flip-flops | 31 |
| buffers and inverters | 63 |
| AND/OR/NAND/NOR | 30 |
| other | 1 |
==> path summary, 6_finish.rpt <==
| kind | endpoint | slack (ns) | depth (start not counted) |
|---|---|---|---|
| max | S1_WriteSelect[4] | 0.03 | 1 |
| min | S1_WriteSelect[4] | 0.47 | 2 |
==> timing repair <==
item                       CTS  global route
resized                     75            26
cloned                       0             0
setup buffers                0             0
setup endpoints to repair   36            21
hold buffers                 0             0
==> report_power, final <==
part / internal [uW] / leakage, uW / switching (uW)
combinational: 214 / 0.000539 / 70.6
sequential: 1310 / 0.000263 / 16.1
clock: 805 / 0.0000612 / 445
total: 2330 / 0.000863 / 531
==> stage by stage <==
step | hold slack (ns) | total power, uW | cells | utilization | cell area [sq um]
global route | 0.455 | 3000 | 259 | 0.395 | 1870
global placement | 0.760 | 1690 | 251 | 0.379 | 1790
detailed placement | 0.761 | 1690 | 251 | 0.379 | 1790
finish | 0.465 | 2860 | 259 | 0.395 | 1870
CTS | 0.457 | 2930 | 259 | 0.405 | 1910
floorplan | 0.272 | 1550 | 178 | - | 1490
Power is estimated from default activity; no workload was simulated.
