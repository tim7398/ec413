File: ./design.v
`timescale 1ns / 1ps
module ALU(out, mux_out, S2_ReadData1, S2_ALUOp);
input [31:0]mux_out, S2_ReadData1;
input[2:0]S2_ALUOp;
output reg [31:0]out;
always @(S2_ALUOp, mux_out, S2_ReadData1)
begin
	case(S2_ALUOp)
	3'b000: out <= S2_ReadData1;  
	3'b001: out <= ~S2_ReadData1; 
	3'b010: out <= S2_ReadData1 + mux_out; 
	3'b011: out <= S2_ReadData1 - mux_out; 
	3'b100: out <= S2_ReadData1 | mux_out; 
	3'b101: out <= S2_ReadData1 & mux_out; 
	3'b110: begin 
				if(S2_ReadData1 < mux_out)
				out <= 1;
				else
				out <= 0;
				end
	default: out <= 0;
	endcase
end
endmodule
File: ./run.sh
#!/bin/bash
# OpenROAD 26Q1-2900-gdf79404cd8, Yosys 0.63+post, stock flow scripts
make -C /OpenROAD-flow-scripts/flow DESIGN_CONFIG=/design/flow/config.mk WORK_HOME=/design/flow/orfs finish
File: ./config.mk
export PLATFORM = sky130hd
export DESIGN_NAME = ALU
export DESIGN_NICKNAME = ALU
export VERILOG_FILES = /design/flow/design.v
export SDC_FILE = /design/flow/constraint.sdc
export NUM_CORES = 4
export LEC_CHECK = 1
export CORE_UTILIZATION = 40
File: ./constraint.sdc
current_design ALU

set clk_period 24.2
set clk_io_pct 0.2

create_clock -name clk0 -period $clk_period

set non_clock_inputs [all_inputs -no_clocks]
set_input_delay [expr $clk_period * $clk_io_pct] -clock clk0 $non_clock_inputs
set_output_delay [expr $clk_period * $clk_io_pct] -clock clk0 [all_outputs]
==> commit_impl_results.txt <==
Log flow metrics for this revision

* Hold Violations, Final: 0
- The vertical die dimension reported for this design is roughly 120 µm.
- Log Warnings: 101
- Count of final max-slew check failures: 0
* Sort of element at the start of the critical path: input pin
- Minimum setup slack in the final design: 10.67 ns
* WS Path Type: in -> out
* Worst slew margin relative to its limit: 0.5669
- Setup repair after global routing left no endpoint under its margin.
- Cells traversed along the worst timing path: clkdlybuf4s50_1 > inv_1 > ha_1 > nor2b_1 > or4_4 > o211a_1 > a211oi_4 > a31oi_2 > a311oi_2 > nor2_1 > or4_1 > nand3b_1 > clkdlybuf4s50_1
- The first global-routing pass estimated between 20000 and 30000 µm of wire.
* Post-place instance area: approximately 6300 µm²
- Detail-routed via count per cell: 5.565
- Antenna violations before repair: 0
- Entering global routing, the biggest net connects 61 pins.
- Buffers inserted to repair hold after CTS numbered 0.
* Slowest library cell on the worst path: sky130_fd_sc_hd__clkdlybuf4s50_1
- Note that the worst hold path type here is in -> out.
* Max_cap viols: 0
* Total negative setup slack: 0 ns
- Number of nets with antenna violations after routing: 0
* Setup WS pre-CTS: around 11 ns
- A synthesized cell averages ~6.4 µm².
- The clock buffers instantiated in the layout total 0.
- The share of the core area taken by cells at floorplan is 0.4139.
* Core Footprint: between 10000 and 15000 µm²
- For this design the top-level I/O count stands at between 90 and 100.
- After the first detailed-routing iteration, the DRC count stood at between 200 and 300.
* Top cell by count, worst path: sky130_fd_sc_hd__clkdlybuf4s50_1
* Post-synthesis cell count: 825
- The chip area line in the Yosys stat output reads 5288 µm².
* Placement Rows: 41
- Per the OpenROAD timing report, the critical path contains 13 cells.
* Warning count from the yosys run: 1
- Per the GRT congestion report, total overflow comes to 0.
* DIE AREA: between 10000 and 15000 µm²
- The analysis reports a worst IR drop on VDD of 0.00001431 V.
- Power per Cell Area: about 23 nW/µm²
- Crit path DRT: 19.36 ns
* Result of the run: complete, no violations
- In this run the cell area of the synthesized design comes to between 5000 and 6000 µm².
- Vias after detailed routing: roughly 5800
* End of the critical path: out[28]
* Layout overhead on the synthesized area: 19.52%
- Fraction of layout cells with a size suffix above 1: 0.02392
* Number of detailed-route iterations in the first pass: 5
- Per the OpenROAD floorplan log, the width of the die is around 120 µm.
* Seq Cell Count: 0
* Reg area: 0 µm²
- Worst path arrival time: ~8.7 ns
- For this run, the script counts the antenna cells in the layout as 0.
- Summed area of non-filler cells in the final layout: 6320 µm²
* Sequential cell area fraction in the yosys report: 0
- Unique masters post-synth: 68
- Slowest Stage Delay on Critical Path: around 0.54 ns
- Average routed wire per standard cell: roughly 15 µm
- Per the placement log, port buffering inserted 99 buffers.
- Post-CTS sizing: 0
- Of all nets on the critical path, the largest fanout is 9.
* Kind of end point of the critical path: output port
- Final core utilization: 0.4948
- The via count of the first global-routing pass is 5513.
* Achievable clock frequency: ~74 MHz
* Minimum period implied by the final worst setup slack: roughly 14 ns
- Once detailed placement completed, the half-perimeter wirelength came to roughly 13000 µm.
* Post-CTS Repair Setup Buffers: 0
- WL final: about 16000 µm
- FILL cells: between 1000 and 1500
- In the global route stage, overall resource usage came out at 0.2464.
* Final setup violating endpoints: 0
- Count of unresolved DRC violations after routing: 0
* Fin crit share: 0.5591
- Per the OpenROAD power report, leakage power amounts to between 2 and 3 nW.
- OpenSTA lists the critical path startpoint as S2_ReadData1[7].
- Sum of buffers and inverters on the critical path: 3
- Broken down by cell family, the worst path's largest delay share belongs to AND-OR/OR-AND gates.
- For this design, Yosys synthesis ends with a cell count of ~830.
- At the end of routability-driven placement, the weighted congestion stood at between 0.9 and 1.
- The pin closest to its max-slew limit shows a slew of around 0.65 ns.
-- placed cells by master, fill, tap and decap left out, drive strengths merged, types with 3 or more instances in the layout --
| cell | instances |
|---|---|
| a211oi | 8 |
| a21o | 7 |
| a21oi | 106 |
| a22oi | 3 |
| a311oi | 4 |
| a31oi | 13 |
| a41oi | 5 |
| buf | 7 |
| clkdlybuf4s50 | 97 |
| ha | 101 |
| inv | 97 |
| mux2i | 6 |
| nand2 | 43 |
| nand2b | 9 |
| nand3 | 15 |
| nand4 | 6 |
| nor2 | 104 |
| nor2b | 11 |
| nor3 | 15 |
| nor4 | 6 |
| o2111ai | 3 |
| o211ai | 20 |
| o21a | 3 |
| o21ai | 41 |
| o21bai | 13 |
| o221ai | 3 |
| o22ai | 25 |
| o31ai | 10 |
| o41ai | 4 |
| or3 | 3 |
| or4 | 4 |
| xnor2 | 51 |
| xor2 | 6 |
-- cell usage after synthesis, drive strengths merged, types with 15 or more instances --
| cell type | n | share of area |
|---|---|---|
| ha | 101 | 0.24 |
| o22ai | 25 | 0.030 |
| a21oi | 106 | 0.10 |
| nand2 | 43 | 0.031 |
| clkbuf | 38 | 0.027 |
| xnor2 | 51 | 0.084 |
| inv | 97 | 0.069 |
| nand3 | 15 | 0.014 |
| nor2 | 104 | 0.074 |
| o21ai | 41 | 0.039 |
| nor3 | 15 | 0.014 |
| o211ai | 20 | 0.029 |
-- routing by layer --
| layer | global-route usage | wire (µm) | up-vias | part of all wire |
|---|---|---|---|---|
| met1 | 0.3322 | 7580 | 2665 | 0.47 |
| li1 | - | - | 3000 | - |
| met3 | 0.01521 | 702 | 22 | 0.043 |
| met5 | 0 | 0 | - | 0 |
| met2 | 0.4316 | 7597 | 156 | 0.47 |
| met4 | 0.05654 | 318 | 0 | 0.020 |
-- power by group --
| group | switching [W] | leakage, nW | internal [W] | total, W |
|---|---|---|---|---|
| Sequential | 0 | 0 | 0 | 0 |
| Combinational | 0.0000791 | 2.78 | 0.0000671 | 0.000146 |
| Clock | 0 | 0 | 0 | 0 |
-- cell type report --
| cell class | count | area (µm²) | share of cell area |
|---|---|---|---|
| Inverter | 98 | 367.9 | 0.05821 |
| Tap cell | 172 | 215.2 | 0.03405 |
| Multi-Input combinational cell | 676 | 4716 | 0.7462 |
| Timing Repair Buffer | 104 | 1021 | 0.1616 |
-- worst min-delay path by stage --
| stage | start | to | slack [ns] | cells after the start |
|---|---|---|---|---|
| final | S2_ALUOp[2] | out[1] | 10.75 | 4 |
| after CTS | S2_ALUOp[2] | out[1] | 10.79 | 4 |
| after global routing | S2_ALUOp[0] | out[20] | 10.88 | 5 |
-- metrics by stage --
| step | hold WS, ns | power (W) | instances |
|---|---|---|---|
| global route | 10.88 | 0.0001635 | 1050 |
| global placement | 10.78 | 0.0001456 | 1050 |
| detailed placement | 10.79 | 0.0001456 | 1050 |
| CTS | 10.79 | 0.0001466 | 1050 |
| finish | 10.75 | 0.0001462 | 1050 |
| floorplan | 9.803 | 0.00009368 | 825 |
-- cells by family (layout without fill, tap and decap cells) --
group | Yosys count | count (layout) | synth area share
AND-OR/OR-AND | 286 | 286 | 0.3457
AND/OR/NAND/NOR | 223 | 223 | 0.1917
buffers and inverters | 149 | 202 | 0.1081
adder cells (fa/ha/maj) | 103 | 103 | 0.2466
XOR/XNOR | 57 | 57 | 0.09442
multiplexers | 7 | 7 | 0.01349
Power and IR drop assume default switching activity.
