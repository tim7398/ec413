==> design/flow/design.v <==
`timescale 1ns / 1ps
module stage2(S2_readData1,S2_readData2,S2_ALUOp, S2_DataSource,S2_Imm, S2_writeselect,S2_WriteEnable, 
					S1_readData1,S1_readData2, S1_ALUOp, S1_DataSource, S1_Imm, S1_writeselect, S1_WriteEnable, reset, clk);
input [31:0]S1_readData1, S1_readData2, S1_Imm;
input [4:0] S1_writeselect;
input [2:0] S1_ALUOp;
input  S1_DataSource, S1_WriteEnable, reset, clk; 
output reg[31:0] S2_readData1, S2_readData2;
output reg[15:0]S2_Imm;
output reg[4:0] S2_writeselect;
output reg[2:0] S2_ALUOp;
output reg S2_DataSource;
output reg S2_WriteEnable;
always@(posedge clk)
		begin
		if (reset)
			begin  
			S2_readData1 <= 5'd0;
			S2_readData2 <= 5'd0;
			S2_writeselect <= 5'd0;
			S2_WriteEnable <= 1'b0;
			S2_Imm <= 16'b0;
			S2_DataSource <= 1'b0;
			S2_ALUOp <= 3'b0;
			end
		else
			begin  
			S2_readData1 <= S1_readData1;
			S2_readData2 <= S1_readData2;
			S2_writeselect <= S1_writeselect;
			S2_WriteEnable <= 1'b1;
			S2_Imm <= S1_Imm;
			S2_DataSource <=S1_DataSource;
			S2_ALUOp <= S1_ALUOp;
			end
		end
endmodule
==> design/flow/run.sh <==
#!/bin/bash
# OpenROAD 26Q1-2900-gdf79404cd8, Yosys 0.63+post, stock flow scripts
make -C /OpenROAD-flow-scripts/flow DESIGN_CONFIG=/design/flow/config.mk WORK_HOME=/design/flow/orfs finish
==> design/flow/config.mk <==
export PLATFORM = sky130hd
export DESIGN_NAME = stage2
export DESIGN_NICKNAME = stage2
export VERILOG_FILES = /design/flow/design.v
export SDC_FILE = /design/flow/constraint.sdc
export NUM_CORES = 4
export LEC_CHECK = 1
export CORE_AREA = 10 10 130 130
export DIE_AREA = 0 0 140 140
==> design/flow/constraint.sdc <==
current_design stage2

set clk_period 1.0
set clk_io_pct 0.2

create_clock -name clk0 -period $clk_period [get_ports {clk}]

set non_clock_inputs [all_inputs -no_clocks]
set_input_delay [expr $clk_period * $clk_io_pct] -clock clk0 $non_clock_inputs
set_output_delay [expr $clk_period * $clk_io_pct] -clock clk0 [all_outputs]
==> run notes <==
Implementation numbers.

- Once detail routing completed, the nets flagged for antenna violations numbered 0.
- The die is 140 um tall.
- The worst hold margin is 0.262 ns.
- The average instance area after synthesis is about 13 sq um.
- The clock passes through at most 2 buffers.
- TritonRoute output was used to compute an average wire per cell of 14.1 um.
- The power density over cell area is 1790 nW/um^2.
- The die covers just under 20,000 sq um.
- The worst supply voltage drop on vdd is about 0.94 mV.
- The total congestion overflow after global routing is 0.
- The post-route cell area is 4290 sq um.
- The nature of the critical path endpoint is an output port.
- The sum of negative setup slack is 0 ns.
- The top cell type by total area after synthesis is sky130_fd_sc_hd__dfxtp_1.
- The total CTS buffers is 9.
- The detailed-route via count is roughly 1,800.
- The number of instances in the synthesized netlist is between 150 and 200.
- The highest net fanout along the worst path is 1.
- The cell sitting at the root of the clock tree is a sky130_fd_sc_hd__clkbuf_16.
- The data arrival time reported for the critical path is between 0.7 and 0.8 ns.
- The routed metal-1 wirelength is 2920 um.
- The number of antenna diodes in the final layout is 0.
- The highest metal layer carrying signal wires in the routed design is met4.
- The top cell types in the final layout, fill and taps aside, are sky130_fd_sc_hd__nor2b_1, sky130_fd_sc_hd__clkdlybuf4s50_1, sky130_fd_sc_hd__buf_2, sky130_fd_sc_hd__dfxtp_1, sky130_fd_sc_hd__dfxtp_2.
- After Yosys synthesis, AND-OR and OR-AND compound gates account for 0% of the synthesized area.
- The end-of-flow timing check tallies setup violations at 0.
- Among the non-sequential cells, simple AND/OR/NAND/NOR gates take the most area.
- The number of cells in Yosys stat is 190.
- The count of buffers inserted at the top-level ports is approximately 180.
- The slack of the critical path is 0.0399 ns.
- The via count of the first global-routing pass is 1,919.
- Listed in order, past its start point the critical path passes buf_2.
- The number of distinct library cells after synthesis is 4.
- The hold path startpoint is reset.
- On the worst setup and hold paths after CTS, the clock-pin slew comes to 0.06 ns.
- The multiplexer area fraction after synthesis is 0%.
- The standby leakage power is 1.90 nW.
- The clock tree from TritonCTS is built.
- The ratio of cells with drive above 1 in the final layout is roughly a third.
- The total met3 wirelength after detailed routing is 836 um.
- The upper clock frequency limit is ~1000 MHz.
- Summed over its instances, the top area cell type makes up 72.8% of the synthesized netlist area.
- The clock H-tree reported by CTS has 3 levels.
- The floorplan has 43 rows.
- The standard cell area after detailed placement is 4420 sq um.
- The number of max-slew violations in the final report is 0.
- The number of buffers inserted by post-CTS setup repair is 0.
- The critical path's slowest stage uses the library cell sky130_fd_sc_hd__dfxtp_2.
- The first global-routing pass estimated about 12,000 um of wire.
- The relative slew slack is 85.1%.
- The placeable core region is ~14,000 sq um.
- The final critical delay including setup and external delays is 0.960 ns.
- The count of pins on the block boundary is 198.
- The stat command in Yosys gives a chip area of approximately 2500 sq um.
- TritonCTS reports the number of clock sinks as 90.
- The via-per-instance ratio is around 3.3.
- The final core utilization is 30.7%.
- The sequential element share of the synthesized area is 72.8%.
- Synthesis inferred 90 register bits.
- The share of the cycle needed by the critical path after routing is 96.0%.
- The worst setup path is launched from a flip-flop.
- The total length of routed met2 wires is 3920 um.
- In this run the layout overhead on the synthesized area is reported as 73.3%.
- Summing the areas of all and, or, nand and nor instances in the mapped netlist gives 22.5% of the synthesized area.
- The detailed-placement wirelength estimate is 6370 um.
- The worst setup path startpoint is S2_readData2[0].
- The Yosys warning count is 1.
- Logged for this run, the post-placement worst setup slack is -0.0141 ns.
- In the post-synthesis netlist, the biggest area contributors are sky130_fd_sc_hd__dfxtp_1, sky130_fd_sc_hd__nor2b_1, sky130_fd_sc_hd__buf_6, sky130_fd_sc_hd__inv_2.
- The critical path class is reg -> out.
- The worst min-delay path category is in -> reg.
- The number of antenna violations at the first check in global routing is 0.
- The total number of warnings across the stage logs is 42.
- The family with the most delay on the worst path is flip-flops.
- The number of buffers inserted for hold repair after clock tree synthesis is 0.
- The count of max-cap constraint violations is 0.
- The worst-margin pin slew is about 0.22 ns.
- The placement summary gives the final routability congestion estimate as ~0.77.
- The final wirelength is between 7000 and 8000 um.
- The iteration count recorded for the first detailed-route pass is 4.
- Endpoints failing hold in the final report were tallied at 0.
- The buffering stage count on the worst path with inverters included is 1.
- The floorplan utilization is 17.7%.
- The largest single stage delay on the critical path is 0.31 ns.
- Global routing used 7.65% of the available tracks across all layers.
- Setup repair after global routing left no endpoint under its margin.
- The xor-xnor portion of the synthesized cell area is 0%.
- The run finished with clean final reports.
- The floorplan die width is 140 um.
- According to the timing report, the data required time at the worst endpoint equals 0.80 ns.
- TritonRoute reported its final design rule violation total as 0.
- The cell area after technology mapping is 2470 sq um.
- The iteration-0 DRC count of the detailed router is between 50 and 60.
- The pin count of the biggest net entering global routing is 53.
- The cell-mix breakdown from Yosys lists the adder-cell area share as 0%.
## through the flow
step / instances / power [W]
2_1_floorplan: 190 / 0.00405
3_3_place_gp: 542 / 0.00480
3_5_place_dp: 542 / 0.00481
4_1_cts: 558 / 0.00787
5_1_grt: 558 / 0.00807
6_report: 558 / 0.00768
## power by group
part / leakage, nW / switching, W / internal [W] / total [W]
registers: 0.754 / 0.0000394 / 0.00378 / 0.00382
clock network: 0.143 / 0.00127 / 0.00188 / 0.00315
logic: 1.00 / 0.000176 / 0.000526 / 0.000702
## cell type report
type | instances | area, sq um
Multi-Input combinational cell | 89 | 557
Timing Repair Buffer | 182 | 1400
Sequential cell | 90 | 1820
Fill cell | 1443 | 9700
Clock buffer | 14 | 274
Clock inverter | 2 | 10.0
Tap cell | 180 | 225
Inverter | 1 | 3.75
## flip-flops by register name, summed over array words and instances, names as in the netlist
signal          count
S2_ALUOp            3
S2_Imm             16
S2_readData2       32
S2_WriteEnable      1
S2_readData1       32
S2_DataSource       1
S2_writeselect      5
## what timing repair did
action                                  4_1_cts  5_1_grt
gates cloned                                  0        0
gates resized                               300        4
endpoints found under the setup margin       90        2
## cells in the mapped netlist
library cell              number
sky130_fd_sc_hd__dfxtp_1      90
sky130_fd_sc_hd__nor2b_1      89
sky130_fd_sc_hd__inv_2         1
sky130_fd_sc_hd__buf_6        10
## logic make-up (layout without fill, tap and decap cells)
group	count (synthesis)	in the layout
AND/OR/NAND/NOR	89	89
flip-flops	90	90
buffers and inverters	11	199
## path summary, 6_finish.rpt
| path | end | slack [ns] | depth (start not counted) |
|---|---|---|---|
| setup / recovery | S2_readData2[0] | 0.04 | 1 |
| hold / removal | S2_WriteEnable | 0.26 | 3 |
## routing by layer
metal  track usage, %  vias up
met5                0        -
met4             1.58        0
met2             12.9       91
met1             8.42      812
met3             4.04       12
li1                 -      930
Power and IR drop assume default switching activity.
